===== flow/config.mk =====
export PLATFORM = sky130hd
export DESIGN_NAME = cpu
export DESIGN_NICKNAME = cpu
export VERILOG_FILES = /design/flow/design.v
export SDC_FILE = /design/flow/constraint.sdc
export NUM_CORES = 4
export LEC_CHECK = 1
export CORE_AREA = 10 10 103 103
export DIE_AREA = 0 0 113 113

===== flow/constraint.sdc =====
current_design cpu

set clk_period 2.3
set clk_io_pct 0.2

create_clock -name clk0 -period $clk_period [get_ports {clk}]

set non_clock_inputs [all_inputs -no_clocks]
set_input_delay [expr $clk_period * $clk_io_pct] -clock clk0 $non_clock_inputs
set_output_delay [expr $clk_period * $clk_io_pct] -clock clk0 [all_outputs]

===== flow/design.v =====
module cpu(
		inout wire [7:0] D,
		output reg [15:0] A,
		output reg we,
		output reg re,
		input wire clk
	);
	reg [7:0] d;	 
	reg [15:0] pc;	 
	reg [7:0] i;	 
	reg [7:0] a;	 
	reg [7:0] x;	 
	reg [7:0] y;	 
	initial begin
		re = 0;
		we = 0;
		pc = 0;
	end
	assign D = we ? d : 8'bzzzzzzzz;
	always @(posedge clk) begin
		A = pc;
		re = 1;
		pc++;
	end
	always @(negedge clk) begin
		if(re) begin
			i = D;
			re = 0;			
		end
	end	
endmodule

===== flow/run.sh =====
#!/bin/bash
# OpenROAD 26Q1-2900-gdf79404cd8, Yosys 0.63+post, stock flow scripts
make -C /OpenROAD-flow-scripts/flow DESIGN_CONFIG=/design/flow/config.mk WORK_HOME=/design/flow/orfs finish

==> metrics.cfg <==
[logic_synthesis]
ys_seq_share_pct = 62.7
ys_ff = 32
top_cells_by_area = dfxtp_1 63%, xor2_1 8.6%, buf_4 7.4%
ys_warn_count = 4
synth_cells = 84
top_cell = dfxtp_1
syn-cell-area_sq_um = 1020
top_area_share_pct = 62.7
yosys_area_sq_um = 1020
top_cells_by_count = 32 x dfxtp_1, 10 x buf_4, 10 x xor2_1
synthArstFlopShare_pct = 0
ys_cells = 84
synth-main-ff-cell = dfxtp_1
avgSynthCellArea_sq_um = 12.2
ys_types = 14
synth-edff-count = 0
largest_area_cell = dfxtp_1

[power]
switching_share_pct = 19.8
switching_power_uw = 196
worst_ir_drop_vdd_uv = 173
p_clk_share_pct = 43.8
p_int_uw = 792
seqPwrFrac_pct = 56.1
power.leakage_nw = 0.540
combPwrFrac_pct = 0.1
power_per_cell_area_nw_per_um2 = 725

[detailed_routing]
wirelength_microns = 1880
routedWlPerCell_microns = 8.86
drtAntennaViolNets = 0
viasPerCell = 2.71
drtPass1Iterations = 3
antenna_cells = 0
route.detailed.drc = 0
vias = 575
first_iter_violations = 11

[floorplanning]
fp_util_pct = 12.3
rows = 33
core_sq_um = 8300
chipHeight_microns = 113
io_pins = 27
die_width_microns = 113
dieArea_sq_um = 12800

[final_timing]
setup_viol = 0
rsz0062_at_grt = false
clock_skew_ns = 0.00345
holdWs_ns = 0.375
finalCriticalPeriod_ns = 1.54
post-route-period-util_pct = 66.9
hold_viol_final = 0
finalMaxSlewViolations = 0
max_freq_mhz = 650
setup_tns_ns = 0

[clocking]
ctsHoldBuffers = 0
post_cts_resized = 0
cts-root-buf = clkbuf_8
clk_pin_slew_ns = 0.06
cts_made_buffers = 5
cts_tree = yes
clockBufferDepth = 2
postCtsSetupBuffers = 0
clock_latency_ns = 0.28
cts.sinks = 32
cts_htree_levels = 2

[place]
place_area_sq_um = 1270
gp_congestion = 0.734
port_buffers = 16
post-dp-hpwl_microns = 1380

[outcome]
outcome = completed

[global_route]
antenna_found_initial = 0
grt_pass1_wl_microns = 2930
grt_max_degree = 11
grt_usage_pct = 2.88
grt_pass1_vias = 569
globalRouteOverflowTotal = 0

[setup_path]
cpPeakStageDelay_ns = 0.47
cp_max_fo = 1
crit_family = buffers and inverters
crit_type = reg -> out
regToRegSetupSlack_ns = 1.01
crit_chain = clkdlybuf4s50_1
cp-end-kind = output port
crit_path_top_delay_cell = clkdlybuf4s50_1
worstSetupStartpointType = register
crit_required_ns = 1.84
arrival_ns = 1.08
critPathBufInv = 1

[finish]
fin_area_sq_um = 1360
n_fill_cell = 899
area_delta_synth_final_pct = 33.6
drive_gt1_share_pct = 12.1

[min_path]
hold_class = reg -> reg

[job]
warnings = 25
drv_cap = 0

==> final cells by class <==
cell class	instances	area [sq um]	area share, %
Clock buffer	6	82.6	6.06
Clock inverter	2	10.0	0.734
Inverter	3	11.3	0.826
Multi-Input combinational cell	48	328	24.0
Sequential cell	32	641	47.0
Tap cell	105	131	9.63
Timing Repair Buffer	16	160	11.7
==> power groups by stage <==
stage,registers [mW],logic (mW),clock network (mW)
6_report,0.554,0.000819,0.433
4_1_cts,0.554,0.00147,0.449
5_1_grt,0.554,0.00192,0.480
==> cell usage in the layout (no fill, tap or decap) <==
cell type and instances:
clkinv_2 2, clkbuf_8 6, nand4_4 1, nand2_1 4
xor2_1 10, nor4_2 4, xnor2_1 4, nand3_1 5
conb_1 10, clkdlybuf4s50_1 16, dfxtp_1 32, inv_1 3
nand4_1 2, nor2_1 3, ha_1 1, nor3_1 4
==> path summary, 6_finish.rpt <==
path	cells after the start	start	to
worst max-delay path	1	A[8]	A[8]
worst max register to register	3	pc[2]	pc[13]
worst min register to register	0	pc[1]	A[1]
worst min-delay path	0	pc[1]	A[1]
==> stage by stage <==
step	power (mW)	setup slack (ns)	std cells	utilization, %
floorplan	0.579	1.15	93	-
global placement	0.568	1.04	204	15.3
detailed placement	0.568	1.02	204	15.3
CTS	1.00	0.744	212	16.4
global route	1.04	0.700	212	16.4
finish	0.988	0.761	212	16.4
==> logic make-up (layout without fill, tap and decap cells) <==
family / Yosys count / after routing / share of synthesized area (%)
buffers and inverters: 13 / 27 / 8.46
XOR/XNOR: 14 / 14 / 12.0
other: 1 / 10 / 0.367
adder cells (fa/ha/maj): 1 / 1 / 1.23
flip-flops: 32 / 32 / 62.7
AND/OR/NAND/NOR: 23 / 23 / 15.2
==> routing by layer <==
| metal | part of all wire (%) | routed length, microns | vias to the layer above | global-route usage (%) |
|---|---|---|---|---|
| met5 | 0 | 0 | - | 0 |
| met4 | 1.8 | 34 | 0 | 0.508 |
| met1 | 49 | 914 | 254 | 3.69 |
| met3 | 9.4 | 176 | 4 | 2.14 |
| li1 | - | - | 295 | - |
| met2 | 40 | 753 | 22 | 3.80 |
==> flip-flops by register name (all words and copies together) (netlist names) <==
| signal | count |
|---|---|
| A | 16 |
| pc | 16 |
Power and IR drop assume default switching activity.
